<file path="flow/design.v">
`timescale 1ns / 1ps
module REG #(parameter DATAWIDTH = 4)(D, Q, clk, rst);
	input      [DATAWIDTH-1:0] D;
	input                      clk, rst;
	output reg [DATAWIDTH-1:0] Q;
	always @(posedge clk) begin
		if (rst == 1)  
			Q <= 0;
		else
			Q <=D;
	end
endmodule
module ADD #(parameter DATAWIDTH = 4)(A, B, Sum);
	input      [DATAWIDTH-1:0] A, B;
	output reg [DATAWIDTH-1:0] Sum;
	always @(A,B) begin
		Sum <= A + B;
	end
endmodule
module SUB #(parameter DATAWIDTH = 4)(a, b, diff);
    input      [DATAWIDTH-1:0] a, b;
    output reg [DATAWIDTH-1:0] diff;
    always @(a,b) begin
        diff <= a - b;
    end
endmodule
module MUL #(parameter DATAWIDTH = 4)(A, B, Prod);
	input      [DATAWIDTH-1:0] A, B;
	output reg [DATAWIDTH-1:0] Prod;
	always @(A,B) begin
		Prod <= A * B;
	end
endmodule
module DIV #(parameter DATAWIDTH = 4)(A, B, Quot);
	input      [DATAWIDTH-1:0] A, B;
	output reg [DATAWIDTH-1:0] Quot;
	always @(A,B) begin
		Quot <= A/B;
	end
endmodule
module MOD #(parameter DATAWIDTH = 4)(A, B, rem);
	input      [DATAWIDTH-1:0] A, B;
	output reg [DATAWIDTH-1:0] rem;
	always @(A,B) begin
		rem <= A%B;	 
	end
endmodule
module COMP #(parameter DATAWIDTH = 4)(A, B, gt, lt, eq);
	input      [DATAWIDTH-1:0] A, B;
	output reg                 gt, lt, eq;
	always @(A,B) begin
		gt <= 0; lt <= 0; eq <= 0;
		if ($signed({1'b0,A}) > B)  
			gt<=1;
		else if ($signed({1'b0,A}) < B)  
			lt<=1;
		else begin
			eq<=1;
		end
	end
endmodule
module MUX2x1 #(parameter DATAWIDTH = 4)(A, B, Sel, D);
	input      [DATAWIDTH-1:0] A, B;
	input                      Sel;
	output reg [DATAWIDTH-1:0] D;
	always @(A,B,Sel) begin
		if (Sel == 1'b0)
			D <= A;
		else if (Sel == 1'b1)
			D <= B;
	end
endmodule
module SHR #(parameter DATAWIDTH = 4)(A, Sh_amt, D);
	input      [DATAWIDTH-1:0] A, Sh_amt;
	output reg [DATAWIDTH-1:0] D;
	always @(A, Sh_amt) begin
		D<= A >> Sh_amt;
	end
endmodule
module SHL #(parameter DATAWIDTH = 4)(A, Sh_amt, D);
	input      [DATAWIDTH-1:0] A, Sh_amt;
	output reg [DATAWIDTH-1:0] D;
	always @(A, Sh_amt) begin
		D<= A << Sh_amt;
	end
endmodule
module INC #(parameter DATAWIDTH = 4)(a, d);
    input      [DATAWIDTH-1:0] a;
    output reg [DATAWIDTH-1:0] d;
    always @(a) begin
        d <= a + 1;
    end
endmodule
module DEC #(parameter DATAWIDTH = 4)(a, d);
    input      [DATAWIDTH-1:0] a;
    output reg [DATAWIDTH-1:0] d;
    always @(a) begin
       d <= a - 1;
    end
endmodule
</file>
<file path="flow/run.sh">
#!/bin/bash
# OpenROAD 26Q1-2900-gdf79404cd8, Yosys 0.63+post, stock flow scripts
make -C /OpenROAD-flow-scripts/flow DESIGN_CONFIG=/design/flow/config.mk WORK_HOME=/design/flow/orfs finish
</file>
<file path="flow/config.mk">
export PLATFORM = sky130hd
export DESIGN_NAME = DIV
export DESIGN_NICKNAME = DIV
export VERILOG_FILES = /design/flow/design.v
export SDC_FILE = /design/flow/constraint.sdc
export NUM_CORES = 4
export LEC_CHECK = 1
export CORE_AREA = 10 10 70 70
export DIE_AREA = 0 0 80 80
</file>
<file path="flow/constraint.sdc">
current_design DIV

set clk_period 3.3
set clk_io_pct 0.2

create_clock -name clk0 -period $clk_period

set non_clock_inputs [all_inputs -no_clocks]
set_input_delay [expr $clk_period * $clk_io_pct] -clock clk0 $non_clock_inputs
set_output_delay [expr $clk_period * $clk_io_pct] -clock clk0 [all_outputs]
</file>
==> results.toml <==
# generated from flow reports
[outcome]
status = "finished with violations"
failed_checks = "setup timing"

[critical_path]
path_cells = "buf_8, inv_4, ha_4, and2_4, nor2_2, ha_4, o21ai_1, o31ai_1, o41ai_2, ha_1, o21a_1, nor2_2, o22ai_2, mux2i_1, ha_1, a21o_1, a21o_1, a21o_1, buf_2"
setup.worst_path.end_class = "output port"
worst_ep_required_time_ns = 2.64
cpLargestDelayFamily = "AND-OR/OR-AND gates"
crit_top_cell = "a21o_1"
start_kind = "input pin"
crit_type = "in -> out"
cp.arrival_ns = 3.67
cp_slowest_cell = "ha_1"
critical_path_peak_fanout = 3
cp.buffers_inverters = 3
cp_slowest_stage_delay_ns = 0.32

[place]
gp_congestion = 0.715
preCtsSetupSlack_ns = -1.83
io_buffers = 12
post_dp_cell_area_um2 = 718
dpl.hpwl_um = 966

[power]
peakVddDrop_v = 0.0000751
total_power_mw = 0.133
powerDensity_nw_per_um2 = 165
leakage_nw = 0.392

[layout]
fin_area_um2 = 806
nClkBuffers = 0
area_growth_pct = 106
drive_gt1_frac = 0.529
fillers = 382
seq_area_um2 = 0
ff_count = 0

[grt]
grt_start_max_net_pins = 8
antenna_found_initial = 0
grt_first_pass_wirelength_um = 1890
grt_pass1_vias = 460
grt_usage = 0.0344
grt.overflow.total = 0

[timing]
slew_violations = 0
max_slew_margin = 0.794
setup_ws_ns = -1.03
setup_violations = 2
hold_viol_final = 0
rsz0062_at_grt = "yes"
fin_crit_sh = 1.31
worst_pin_slew_ns = 0.305
clock.fmax_mhz = 231
fin_crit_ns = 4.33

[detailed_routing]
wl_um = 1210
drt-initial-drc-count = 3
dr.pass1.iters = 2
wl_per_cell_um = 9.20
vias_per_cell = 3.58
dr_wl_met2_um = 569
route.met3.wl_um = 20
wl_met1_um = 614
diodes = 0
drtAntennaViolNets = 0
vias = 469
remaining_drc_errors = 0
highest_layer = "met3"

[yosys]
netlist_instances = 50
synth_stat.cells = 50
synth_area_per_cell_um2 = 7.83
syn-cell-area_um2 = 392
yosys_area_um2 = 392
yosys_warnings = 1
synthDistinctLibCells = 24
ys_seq_frac = 0

[floorplan]
dieArea_um2 = 6400
die_width_um = 80
rows = 21
die_h_um = 80
io_pins = 12
fp-utilization = 0.115
core_um2 = 3420

[clocking]
hold_buffers = 0

[run]
warnings = 36
drv_cap = 0

[hold_path]
hold_class = "in -> out"
==> cells in the final DEF (no fill, tap or decap) <==
cell type,n
a21boi_2,1
inv_4,1
and2_4,1
nor2_1,3
o21ai_1,2
o21a_1,2
o22a_2,1
o22ai_2,1
a21oi_1,2
o31ai_1,1
mux2_4,1
xnor2_1,1
nand2b_1,1
buf_4,23
nand4_1,1
clkdlybuf4s50_1,5
buf_8,1
mux2i_1,2
o31ai_2,1
inv_1,7
nor3_4,1
ha_1,8
o41ai_2,1
ha_4,3
buf_6,4
buf_2,3
nand2_1,1
nor2_2,2
or3_1,1
a21o_1,3
==> cells in the mapped netlist (all sizes together) <==
master	n	share of area
nand2b	1	0.016
or3	1	0.016
and2	1	0.019
o21ai	2	0.026
a21oi	2	0.026
o22a	1	0.026
mux2	1	0.029
o41ai	1	0.022
buf	1	0.029
inv	8	0.077
o21a	2	0.038
nor2	5	0.048
ha	11	0.35
a21boi	1	0.029
o22ai	1	0.016
nor3	1	0.026
mux2i	2	0.051
nand4	1	0.016
o31ai	2	0.051
nand2	1	0.0096
a21o	3	0.058
xnor2	1	0.022
==> path summary, 6_finish.rpt <==
check / from / end / slack, ns / depth (start not counted)
worst max-delay path: B[0] / Quot[0] / -1.03 / 19
worst min-delay path: B[3] / Quot[1] / 1.91 / 5
==> per-stage QoR <==
stage	hold slack, ns	instances	TNS (ns)	util
after global routing	1.94	131	-1.51	0.236
after global placement	2.42	124	-3.00	0.210
after CTS	1.92	129	-1.32	0.227
after floorplan	1.41	50	-0.694	-
final	1.91	131	-1.26	0.236
after detailed placement	2.42	124	-3.06	0.210
==> metal layers <==
layer	global-route usage	up-vias
met5	0	-
met1	0.0501	211
met3	0.00227	0
met2	0.0570	7
met4	0	0
li1	-	251
==> area by class of cell <==
| class | count | area (µm²) | share of cell area |
|---|---|---|---|
| inverters | 8 | 32.5 | 0.0404 |
| multi-input cells | 41 | 418 | 0.519 |
| well taps | 46 | 57.6 | 0.0714 |
| repair buffers | 36 | 298 | 0.370 |
==> power by group <==
part,switching (mW),internal [mW]
clock,0,0
sequential,0,0
combinational,0.0507,0.0820
total,0.0507,0.0820
==> kinds of logic after synthesis <==
logic type	Yosys count	share of synthesized area
multiplexers	3	0.0799
XOR/XNOR	1	0.0224
AND-OR/OR-AND	15	0.291
buffers and inverters	9	0.105
AND/OR/NAND/NOR	11	0.150
adder cells (fa/ha/maj)	11	0.351
==> timing repair <==
action                                  CTS  global route
buffers inserted                          6             2
endpoints found under the setup margin    3             2
resized                                  37             2
pin swaps                                16             4
No activity file was given, so power comes from the tool's default toggle rates.
